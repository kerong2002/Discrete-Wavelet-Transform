`design/flow/run.sh`:
```
#!/bin/bash
# OpenROAD 26Q1-2900-gdf79404cd8, Yosys 0.63+post, stock flow scripts
make -C /OpenROAD-flow-scripts/flow DESIGN_CONFIG=/design/flow/config.mk WORK_HOME=/design/flow/orfs finish
```
`design/flow/constraint.sdc`:
```
current_design TOP

set clk_period 3.4
set clk_io_pct 0.2

create_clock -name clk0 -period $clk_period [get_ports {clk}]

set non_clock_inputs [all_inputs -no_clocks]
set_input_delay [expr $clk_period * $clk_io_pct] -clock clk0 $non_clock_inputs
set_output_delay [expr $clk_period * $clk_io_pct] -clock clk0 [all_outputs]
```
`design/flow/config.mk`:
```
export PLATFORM = sky130hd
export DESIGN_NAME = TOP
export DESIGN_NICKNAME = TOP
export VERILOG_FILES = /design/flow/design.v
export SDC_FILE = /design/flow/constraint.sdc
export NUM_CORES = 4
export LEC_CHECK = 1
export CORE_UTILIZATION = 30
```
`design/flow/design.v`:
```
module TOP(clk, reset, in_data, d1_out, d2_out, d3_out, d4_out, ld1_out, ld2_out, ld3_out, ld4_out, ld5_out,  L_out, H_out);
	input clk;
	input reset;
	input [7:0] in_data;
	output[7:0] d1_out, d2_out, d3_out, d4_out;
	output [7:0] ld1_out, ld2_out, ld3_out, ld4_out, ld5_out;
	output [7:0] L_out;
	output [7:0] H_out;
	parameter ODD = 1'd0;
	parameter EVEN = 1'd1;
	reg[7:0] d_out[3:0];
	reg[7:0] ld_out[4:0];
	wire[7:0] sub1;
	wire[7:0] sub2;
	assign sub1 = in_data - d_out[0];
	assign sub2 = d_out[2] - d_out[0];
	assign H_out = d_out[3];
	assign L_out = ld_out[4];
	assign d1_out = d_out[0];
	assign d2_out = d_out[1];
	assign d3_out = d_out[2];
	assign d4_out = d_out[3];
	assign ld1_out = ld_out[0];
	assign ld2_out = ld_out[1];
	assign ld3_out = ld_out[2];
	assign ld4_out = ld_out[3];
	assign ld5_out = ld_out[4];
	reg state, nstate;
	always@(posedge clk, posedge reset)begin
		if(reset)begin
			state <= ODD;
		end
		else begin
			state <= nstate;
		end
	end
	always@(*)begin
		case(state)
			ODD  : nstate = EVEN;
			EVEN : nstate = ODD;
			default: nstate = ODD;
		endcase
	end
	always@(posedge clk, posedge reset)begin
		if(reset)begin
			d_out[0] <= 8'd0;
			d_out[1] <= 8'd0;
		end
		else begin
			case(state)
				ODD : d_out[0] <= in_data >> 1;
				EVEN: d_out[1] <= sub1;
			endcase
		end
	end
	always@(posedge clk, posedge reset)begin
		if(reset)begin
			d_out[2] <= 8'd0;
			d_out[3] <= 8'd0;
		end
		else begin
			d_out[2] <= d_out[1];
			d_out[3] <= sub2;
		end
	end
	integer x;
	always@(posedge clk, posedge reset)begin
		if(reset)begin
			for (x = 0; x < 5; x = x + 1) begin
				ld_out[x] <= 8'd0;
			end
		end
		else begin
			ld_out[0] <= in_data;
			ld_out[1] <= ld_out[0];
			ld_out[2] <= (d_out[3] >> 2) + ld_out[1];
			ld_out[3] <= ld_out[2];
			ld_out[4] <= (d_out[3] >> 2) + ld_out[3];
		end
	end
endmodule
```
==> GITHUB_STEP_SUMMARY <==
## Synthesis and layout report

| Metric | Value |
|---|---|
| Largest delay share family, worst path | buffers and inverters |
| Asr flop ratio synth | 1.00 |
| Period minus WS final | 2.43 ns |
| FA/HA/MAJ Cells, Area Fraction | 0.123 |
| Status | finished, final reports clean |
| Remaining antenna violation count | 0 |
| Vias in the first global route | 2200 |
| Synth Seq Share | 0.549 |
| VDD IR-drop max | 0.325 mV |
| Setup TNS | 0 ns |
| Aoi share | 0.0964 |
| Number of OpenROAD warnings | 25 |
| Kind of critical path | in -> reg |
| Crit path launch type | primary input |
| Slowest stage delay, CP | 0.43 ns |
| Hold_buf cts | 0 |
| Unrepaired setup endpoints after global routing | no |
| Port bufs | 96 |
| RD Place Congestion | 0.860 |
| Tightest Pin Transition | 0.656 ns |
| Post-Syn Area | 3280 um2 |
| # clock sinks | 72 |
| TritonCTS clock tree | yes |
| Yosys stat area | 3280 um2 |
| Util after Layout | 0.429 |
| Headroom to the max-slew limit | 0.563 |
| Crit share post-route | 0.714 |
| Via count | 2248 |
| Top Layout Cells | clkdlybuf4s50_1, dfrtp_1, ha_1, inv_1, nor2_1 |
| Leak Pwr | 1.95 nW |
| Syn_area_per_cell | 12.0 um2 |
| Share of cells above drive strength 1 | 0.0817 |
| CTS H-tree lvls | 3 |
| Max cap viols | 0 |
| Mapped Cells | 274 |
| Clk slew on worst S/H paths | 0.07 ns |
| WL/cell | 13.0 um |
| Top cell excl fill/tap | clkdlybuf4s50_1 |
| Most frequent CP cell | inv_1 |
| Initial antenna violation count | 0 |
| Final Hold Viols | 0 |
| Largest net degree at the start of global routing | 50 |
| Post_cts resized | 0 |
| Core area | 10500 um2 |
| DR vias/cell | 4.47 |
| First DRT Iteration DRCs | 50 |
| Ys cells | 274 |
| Crit path capture type | flop |
| DP Area | 4290 um2 |
| Crit-path max FO | 2 |
| Clk root buf | clkbuf_8 |
| Crit path max-delay cell type | clkdlybuf4s50_1 |
| Main synth FF type | dfrtp_1 |
| Remaining DRCs | 0 |
| Clk_skew | 0.0105 ns |
| PwrDens | 741 nW/um2 |
| Setup ws final | 0.971 ns |
| Late-Pin Clk Latency | 0.35 ns |
| Longest Clk Path Bufs | 2 |
| Multiplexer share | 0.0385 |
| Chip Width | 107 um |
| Required @ worst endpoint | 3.63 ns |
| Detailed Route WL | 6520 um |
| Yosys Warn Count | 3 |
| First-pass GRT wire length | 10600 um |
| XOR/XNOR share of the synthesized area | 0.0400 |
| TritonCTS buffer count | 9 |
| Dpl hpwl | 5010 um |
| Fin area | 4490 um2 |
| Total grt overflow | 0 |
| Io pins | 98 |
| DIE HEIGHT | 107 um |
| Die ar. | 11400 um2 |
| CP cell instances | clkdlybuf4s50_1, inv_1, ha_1, inv_1, fa_1, a21o_1, a31o_1, a21oi_2, xnor2_1, mux2_4 |
| FP Rows | 37 |
| Peak Freq | 412 MHz |
| GRT Util Overall | 0.120 |
| CP bufs+invs | 3 |
| Yosys cell types | 48 |
| Number of enable flip-flop cells | 0 |
| Ys flops | 72 |
| Basic Gates by Area | 0.0781 |
| Area growth, synth to finish | 36.7% |
| Final Slew Violations | 0 |
| Setup bufs post-CTS | 0 |
| Min-delay worst type | reg -> reg |
| Comb area leader | adder cells |
| FP Util | 0.314 |
| Worst path arrival time | 2.66 ns |
| Setup Slack @ Placement | 0.591 ns |
| Drt pass-1 iters | 4 |
| Ant diodes | 0 |
| Final setup fails | 0 |
[cells in the mapped netlist (2+ instances only)]
cell type  number  area, um2
a211o_1         2       17.5
a211oi_1        2       15.0
a21o_1          4       30.0
a21oi_1         8       40.0
buf_2           2       10.0
buf_4          17        128
dfrtp_1        72       1800
fa_1            4       80.1
ha_1           26        325
inv_1          26       97.6
mux2_2          9        101
nand2_1        10       37.5
nand2b_1        2       12.5
nand3_1         3       15.0
nand4b_1        2       17.5
nor2_1         16       60.1
nor2b_1         6       37.5
nor3_1          7       35.0
nor4_1          2       12.5
o211ai_1        2       15.0
o21a_1          3       22.5
o21ai_0        10       50.1
xnor2_1        13        114
xor2_1          2       17.5
[metrics by stage]
step	power, mW	std cells	hold slack, ns
6_report	3.33	503	0.374
5_1_grt	3.61	503	0.382
4_1_cts	3.38	503	0.374
3_5_place_dp	2.70	487	0.358
3_3_place_gp	2.67	487	0.358
2_1_floorplan	2.02	274	0.331
[kinds of logic after synthesis]
group / Yosys count
fa+ha+maj: 30
simple gates: 52
compound gates: 46
other cells: 1
buf+inv: 47
mux: 11
xor+xnor: 15
flops: 72
[path summary, 6_finish.rpt]
| path | cells after the start | from | slack (ns) | endpoint |
|---|---|---|---|---|
| worst max register to register | 8 | d_out[3][2]$_DFF_PP0_ | 1.32 | ld_out[2][6]$_DFF_PP0_ |
| min in group asynchronous | 2 | reset | 0.69 | ld_out[4][0]$_DFF_PP0_ |
| worst min register to register | 0 | ld_out[2][4]$_DFF_PP0_ | 0.37 | ld_out[3][4]$_DFF_PP0_ |
| max in group asynchronous | 3 | reset | 2.08 | d_out[1][2]$_DFFE_PP0P_ |
| worst min-delay path | 0 | ld_out[2][4]$_DFF_PP0_ | 0.37 | ld_out[3][4]$_DFF_PP0_ |
| worst max-delay path | 10 | in_data[0] | 0.97 | d_out[1][6]$_DFFE_PP0P_ |
[routing by layer]
layer | track usage | part of all wire | up-vias
li1 | - | - | 1100
met1 | 0.170 | 0.45 | 1065
met2 | 0.202 | 0.48 | 71
met3 | 0.0211 | 0.052 | 12
met4 | 0.0215 | 0.018 | 0
met5 | 0 | 0 | -
[worst reg2reg max path: stages (launching register included)]
cell      delay (ns)
dfrtp_1         0.42
ha_1            0.20
inv_1           0.06
fa_1            0.40
nor2b_1         0.12
o21ai_0         0.12
a21boi_0        0.36
mux2i_1         0.22
nand2_1         0.06
[power breakdown]
group / total [mW] / switching [mW] / internal, mW
clock: 0.667 / 0.329 / 0.338
sequential: 1.28 / 0.176 / 1.10
combinational: 1.38 / 0.472 / 0.913
[area by class of cell]
type                            count  area (um2)
Clock buffer                        9         124
Sequential cell                    72        1800
Multi-Input combinational cell    155        1240
Clock inverter                      7        71.3
Inverter                           27         101
Tap cell                          136         170
Timing Repair Buffer               97         981
Fill cell                         981        5970
[registers in the layout (all words and copies together) (netlist names)]
| name | cells |
|---|---|
| ld_out | 40 |
| state | 1 |
| d_out | 31 |
No activity file was given, so power comes from the tool's default toggle rates.
